==> flow/run.sh <==
#!/bin/bash
# OpenROAD 26Q1-2900-gdf79404cd8, Yosys 0.63+post, stock flow scripts
make -C /OpenROAD-flow-scripts/flow DESIGN_CONFIG=/design/flow/config.mk WORK_HOME=/design/flow/orfs finish
==> flow/config.mk <==
export PLATFORM = sky130hd
export DESIGN_NAME = ALUZeroFlag
export DESIGN_NICKNAME = ALUZeroFlag
export VERILOG_FILES = /design/flow/design.v
export SDC_FILE = /design/flow/constraint.sdc
export NUM_CORES = 4
export LEC_CHECK = 1
export CORE_UTILIZATION = 40
==> flow/constraint.sdc <==
current_design ALUZeroFlag

set clk_period 18.5
set clk_io_pct 0.2

create_clock -name clk0 -period $clk_period

set non_clock_inputs [all_inputs -no_clocks]
set_input_delay [expr $clk_period * $clk_io_pct] -clock clk0 $non_clock_inputs
set_output_delay [expr $clk_period * $clk_io_pct] -clock clk0 [all_outputs]
==> flow/design.v <==
`timescale 1ns/1ns
module ALUZeroFlag(
    input [31:0] a, b,
    input [2:0] sel,
    output reg [31:0] out,
    output reg zeroFlag
);
always @* begin
    case(sel)
        3'd0: out = a + b;
        3'd1: out = a - b;
        3'd2: out = a & b;
        3'd3: out = a | b;
        3'd4: out = (a < b) ? 32'd1 : 32'd0;  
        3'd5: out = a ^ b;         
        default: out = 32'b0;
    endcase
    zeroFlag = (out == 32'b0) ? 1'b1 : 1'b0;
    end
endmodule
==> reports/qor.txt <==
status = finished clean
core box area = 0.0138 sq mm
first-pass GRT wire length = 33.3 mm
final RePlAce weighted congestion = 1.02
Setup WS post-layout = 6.11 ns
CTS Hold Bufs = 0
io pins = 100
Port Buffers = 100
Top Layout Cells = ha_1, inv_1, clkdlybuf4s50_1
Worst Setup End Kind = output pin
Avg Inst Size Synth = 6.60 sq um
maximum fanout along the worst path = 5
WP data arrival = 8.69 ns
YS chip area = 0.00567 sq mm
cells in synth_stat.txt = 859
Die Width = 121 um
Die ar. = 0.0146 sq mm
die height = 121 um
Tcrit/Tclk final = 67.0%
All-Layer GR Usage = 29.1%
crit start category = input pin
routed wire length = 21.2 mm
crit path kind = in -> out
leakage = 2.97 nW
dpl hpwl = 16.8 mm
setup TNS = 0 ns
Pre-Place Util = 41.0%
Seq share, synth = 0%
First-pass DRT Iterations = 5
Max IR drop VDD = 0.0113 mV
Synthesis Warnings = 1
fmax = 0.0807 GHz
RSZ-0062 raised after global routing = no
Top cell excl fill/tap = ha_1
Slew @ Worst Pin = 0.975 ns
post-cts sizing count = 0
drt wl/cell = 19.2 um
dpl ws = 6.25 ns
registers = 0
largest net degree at the start of global routing = 39
Max-slew headroom = 34.0%
GRT overflow = 0
power density of the placed cells = 31.8 mW/mm^2
HP Class = in -> out
Reg area = 0 sq um
DR DRC count = 0
initial antenna violation count = 0
max cap viols = 0
via/cell ratio = 6.16
total number of vias = 6,789
Starting DRT DRC Count = 680
min Tclk post-route = 12.39 ns
Hold WS = 8.59 ns
postcts setup bufs = 0
post-route antenna net violation count = 0
P&R area growth vs syn = 19.4%
count of tool warnings = 106
final setup fails = 0
Max Slew Vio Count = 0
Synth cell types = 82
Hold Vio Cnt, Final = 0
# rows = 43
CLK BUF = 0
cell count after synthesis = 859
share of layout cells above drive strength 1 = 3.90%
vias in the first global route = 6,297
Mapped Area = 0.00567 sq mm
Req. time, crit path = 14.80 ns
Ant. Diodes = 0
==> critical path, cell delays in order <==
cell and delay, ns:
clkdlybuf4s50_1 0.51, ha_1 0.23, inv_1 0.07, fa_1 0.39, nand2b_1 0.18, a211oi_1 0.43, o211ai_1 0.19, a2111oi_1 0.89
a31o_2 0.36, mux2i_1 0.11, xnor2_1 0.14, a2111oi_0 0.38, and4b_1 0.25, nand4_1 0.13, nor4_2 0.24, clkdlybuf4s50_1 0.49
==> final cells by class <==
class              count  area (sq um)
multi-input cells    708          5080
inverters            105           394
repair buffers       110          1070
well taps            180           225
fillers             1429          7060
==> per-stage QoR <==
stage | cells | power [mW] | instance area [sq um] | utilization, %
floorplan | 859 | 0.130 | 5670 | -
global placement | 1103 | 0.212 | 6770 | 48.9
detailed placement | 1103 | 0.210 | 6770 | 48.9
CTS | 1103 | 0.211 | 6770 | 48.9
global route | 1103 | 0.234 | 6770 | 48.9
finish | 1103 | 0.215 | 6770 | 48.9
==> report_power, final <==
group | internal, mW | switching, mW | leakage (nW)
Clock | 0 | 0 | 0
Combinational | 0.0908 | 0.124 | 2.97
Sequential | 0 | 0 | 0
==> cell families (layout without fill, tap and decap cells) <==
kind of cell             after synthesis  after routing  synth area share, %
AND-OR/OR-AND                        312            312                 38.5
AND/OR/NAND/NOR                      264            264                 22.7
buffers and inverters                151            215                 10.4
adder cells (fa/ha/maj)              108            108                 24.1
XOR/XNOR                              17             17                 2.76
multiplexers                           7              7                 1.48
==> metal layers <==
layer  up-vias  global-route usage (%)  part of all wire (%)
li1       3275                       -                     -
met1      3114                    43.4                    47
met2       341                    44.1                    42
met3        59                    2.83                   8.3
met4         0                    8.26                   2.9
met5         -                       0                     0
==> synth_stat cells (14+ instances only) <==
master	number	area, sq um
inv_1	103	387
nor4_1	14	87.6
nor2_1	77	289
nand2_1	65	244
nor3_1	20	100
ha_1	106	1330
a21oi_1	78	390
a211oi_1	16	120
clkbuf_1	27	101
nand3_1	30	150
o211ai_1	31	233
o21ai_0	41	205
xnor2_1	14	123
==> path summary, 6_finish.rpt <==
kind | start | end | slack, ns | cells after the start
max | b[0] | zeroFlag | 6.11 | 16
min | sel[0] | out[2] | 8.59 | 6
Power is estimated from default activity; no workload was simulated.
