**flow/design.v**
```verilog
module DataMemory (
    input clk,
    input [31:0] address,
    input [31:0] write_data,
    input mem_write,
    input mem_read,
    output [31:0] read_data
);
    reg [31:0] memory [0:255];
    integer i;
    initial begin
        for (i = 0; i < 256; i = i + 1) memory[i] = 32'b0;
        memory[0] = 32'd10;  
    end
    always @(posedge clk) begin
        if (mem_write)
            memory[address[9:2]] <= write_data;
    end
    assign read_data = (mem_read) ? memory[address[9:2]] : 32'b0;
endmodule
```
**flow/run.sh**
```bash
#!/bin/bash
# OpenROAD 26Q1-2900-gdf79404cd8, Yosys 0.63+post, stock flow scripts
make -C /OpenROAD-flow-scripts/flow DESIGN_CONFIG=/design/flow/config.mk WORK_HOME=/design/flow/orfs finish
```
**flow/config.mk**
```make
export PLATFORM = sky130hd
export DESIGN_NAME = DataMemory
export DESIGN_NICKNAME = DataMemory
export VERILOG_FILES = /design/flow/design.v
export SDC_FILE = /design/flow/constraint.sdc
export NUM_CORES = 4
export LEC_CHECK = 1
export CORE_UTILIZATION = 50
export SYNTH_MEMORY_MAX_BITS = 65536
```
**flow/constraint.sdc**
```tcl
current_design DataMemory

set clk_period 55.9
set clk_io_pct 0.2

create_clock -name clk0 -period $clk_period [get_ports {clk}]

set non_clock_inputs [all_inputs -no_clocks]
set_input_delay [expr $clk_period * $clk_io_pct] -clock clk0 $non_clock_inputs
set_output_delay [expr $clk_period * $clk_io_pct] -clock clk0 [all_outputs]
```
==> notes.md <==
run metrics: status finished, final reports clean, Mean Syn Cell Area 20.5 um^2, FMAX 0.0322 GHz, Clk pwr share 41.2%, Final Critical Period 31010 ps, GRT overflow 0, core area 625000 um^2, drt total wl 884000 um, Sw Share 21.7%, Max IR drop VDD 0.0000361 V, yosys cell count 15300, setup TNS 0 ps, wire per inst 35.2 um, vias in the first global route 166000, post-CTS setup buffers 0, # DRC 0, Root Buffer clkbuf_16, CP Launch Type input port, Mapped Cells 15300, final hold violations 0, Yosys warning total 1, drt first pass iters 5, main flop type edfxtp_1, Final Setup Violations 0, Final Max Tran Viols 0, Slew headroom 11.7%, Max-Cap Viols 0, combinational share of power 4.9%, Log Warnings 56, Chip Area, Yosys 314000 um^2, clk sinks 8192, pwr/cell area 35.4 nW/um^2, max reg flops 8192, final period utilization 55.5%, crit path DAT 19830 ps, Cell Area, Synth 314000 um^2, DP HPWL 510000 um, worst hold path type input port to register, I/O Buffers 74, Cell Type Count 56, most common cell in the netlist edfxtp_1, GP Congestion 0.884, All-Layer GR Usage 31.7%, delay-heaviest family, CP buffers and inverters, dominant cell type by area after synthesis edfxtp_1, Post-synth regs 8192, crit-path cells buf_16 > buf_4 > buf_4 > buf_4 > buf_4 > buf_4 > buf_4 > buf_4 > buf_4 > buf_4 > mux2_2 > o21ai_0 > a21oi_1 > a221oi_1 > nand4_1 > a21oi_1 > a2111oi_1 > clkdlybuf4s50_1, worst slew pin tran 1320 ps, routed via count 156000, layout cell share with drive strength beyond 1 22.5%, Post-CTS Resized 0, Critical Path End Type output pin, crit path DRT 44720 ps, IO Count 99, CTS Buffer Depth 4, Top cell area share 78.3%, sequential share of the synthesized area 78.3%, CP Class input port to output pin, RSZ-0062 raised after global routing false, Final ANT Viol Nets 0, Die X 795 um, ys async rst share 0%, CP peak stage delay 950 ps, internal power 9.84 mW, clock-pin slew on the worst setup and hold paths 60 ps, Slowest-stage cell, CP a2111oi_1, FP Util 50.3%, total CTS buffers 816, row count 290, Initial DRC Count 10300, die y size 795 um, htree depth 6, post-DR vias/cell 6.20, LEAKAGE 112 nW, Post-synth top cells edfxtp_1, mux2i_1, mux4_2, largest net degree at the start of global routing 121, Psw 2.72 mW, P&R area growth vs syn 12.9%, fillers 45100, EDFF count, synth 8192, initial antenna violation count 34, CTS tree built, Die ar. 631000 um^2, most used cell, CP buf_4, Final Util 56.8%, Flop pwr share 53.9%, Max Fanout on Critical Path 67, first-pass GRT wire length 1240000 um, hold_buf cts 0, top cells, area edfxtp_1, mux4_2, mux2i_1, mux2_2, o22ai_1, WP buf/inv 11
-- final timing paths --
path                        from               to  slack (ps)  depth (start not counted)
setup / recovery      address[3]    read_data[22]       24890                         18
hold / removal    write_data[25]  memory[203][25]       10420                          1
-- per-layer routing --
metal  global-route usage (%)  up-vias  part of all wire [%]
li1                         -    65600                     -
met1                     39.7    78200                    30
met2                     43.1    10300                    45
met3                     27.1     1548                    20
met4                     9.53       53                   4.1
met5                     2.32        -                  0.19
-- metrics by stage --
| step | cells | instance area [um^2] | hold WS, ps | power (mW) | setup slack (ps) |
|---|---|---|---|---|---|
| after global routing | 25100 | 355000 | 10410 | 12.9 | 24490 |
| final | 25100 | 355000 | 10420 | 12.6 | 24890 |
| after CTS | 25100 | 355000 | 10350 | 12.6 | 24820 |
| after global placement | 23600 | 330000 | 11580 | 7.51 | 24840 |
| after floorplan | 15300 | 314000 | 11280 | 7.19 | 31420 |
| after detailed placement | 23600 | 330000 | 11590 | 7.51 | 24810 |
-- cells by family after synthesis --
kind of cell	count (synthesis)	synth area share, %
buf+inv	927	1.51
mux	2920	14.0
simple gates	1387	2.22
flops	8192	78.3
compound gates	1877	3.93
-- power by group through the flow --
stage | Sequential (mW) | Clock (mW) | Combinational, mW
after CTS | 6.77 | 5.25 | 0.610
after global routing | 6.77 | 5.48 | 0.648
final | 6.77 | 5.17 | 0.611
-- cell usage in the layout (no fill, tap or decap), types with 34 or more instances in the layout --
master / instances
nor3_1: 34
o22ai_1: 416
bufinv_16: 38
mux4_2: 1154
a2111oi_0: 143
nor4_1: 82
clkbuf_16: 825
clkinv_2: 118
nand2_1: 156
a211oi_1: 181
clkinv_1: 220
edfxtp_1: 8192
mux2_2: 348
a221oi_1: 126
nand3_1: 166
o221ai_1: 62
mux2i_1: 1418
and3_1: 34
a22oi_1: 70
a21oi_1: 383
nor2b_1: 188
nor2_4: 254
nand4_1: 135
buf_4: 806
nor2_1: 226
clkbuf_1: 210
o21ai_0: 349
-- cell type report --
class | count | area (um^2) | share of cell area, %
Inverter | 3 | 18.8 | 0.00529
Clock buffer | 1035 | 21400 | 6.04
Sequential cell | 8192 | 246000 | 69.3
Multi-Input combinational cell | 6184 | 65800 | 18.5
Timing Repair Buffer | 902 | 7420 | 2.09
Clock inverter | 439 | 3650 | 1.03
Antenna cell | 31 | 77.6 | 0.0219
Tap cell | 8322 | 10400 | 2.93
Power figures rest on the tool's default switching activity, not on a simulated workload.
